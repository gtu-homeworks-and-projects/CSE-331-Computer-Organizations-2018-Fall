--- /design/flow/run.sh ---
#!/bin/bash
# OpenROAD 26Q1-2900-gdf79404cd8, Yosys 0.63+post, stock flow scripts
make -C /OpenROAD-flow-scripts/flow DESIGN_CONFIG=/design/flow/config.mk WORK_HOME=/design/flow/orfs finish
--- /design/flow/config.mk ---
export PLATFORM = sky130hd
export DESIGN_NAME = control_unit
export DESIGN_NICKNAME = control_unit
export VERILOG_FILES = /design/flow/design.v
export SDC_FILE = /design/flow/constraint.sdc
export NUM_CORES = 4
export LEC_CHECK = 1
export CORE_AREA = 10 10 70 70
export DIE_AREA = 0 0 80 80
--- /design/flow/design.v ---
module ALU_Control(select_bits_ALU, function_code);
	input [5:0] function_code;
	output [2:0] select_bits_ALU;
	wire notF5;
	not (notF5, function_code[5]);
	or (select_bits_ALU[2], notF5, function_code[1]);
	xnor (select_bits_ALU[1] ,function_code[2], function_code[1]);
	wire temp_1, temp_2;
	and (temp_1, notF5, function_code[1]);
	and (temp_2, function_code[2], function_code[0]);
	or (select_bits_ALU[0], temp_1, temp_2);
endmodule
module control_unit(aluOP, branch, jump, regDst, regWrt, aluSrc, memRead, memWrt, memToReg, shiftSrc, msbMux, function_code, opcode);
	input [5:0] function_code, opcode;
	output [2:0] aluOP;
	output branch, jump, regDst, regWrt, aluSrc, memRead, memWrt, memToReg, shiftSrc, msbMux;
	wire notO3;
	not (notO3, opcode[3]);
	and br(branch, notO3, opcode[2]);
	wire notO5;
	not (notO5, opcode[5]);
	and (jump, notO5, opcode[1]);
	wire r1;
	or (r1, opcode[0], opcode[2]);
	not(regDst, r1);
	wire notO1, notO2, r2, r3, r4;
	not (notO1, opcode[1]);
	not (notO2, opcode[2]);
	and (r2, notO1, notO2);
	and (r3, notO3, opcode[0]);
	and (r4, notO5, opcode[3]);
	or (regWrt, r2, r3, r4);
	or (aluSrc, opcode[3], opcode[5]);
	and (memRead, notO3, opcode[0]);
	and (memWrt, opcode[3], opcode[1]);
	buf (memToReg, opcode[1]);
	wire[2:0] funcAluOp;
	ALU_Control aluCtrl(funcAluOp, function_code);
	wire[2:0] opcodeAlu;
	buf (opcodeAlu[2], 1'b0);
	not (opcodeAlu[1], opcode[2]);
	and (opcodeAlu[0], opcode[2], opcode[0]);
	wire[1:0] aluSelect;
	wire a1;
	and (a1, notO3, opcode[2]);
	or (aluSelect[1], opcode[1], a1);
	or (aluSelect[0], opcode[0], opcode[3]);
	mux_4x1_3 aluMux(aluOP, funcAluOp, opcodeAlu, 3'b100, 3'b010, aluSelect);
	wire f1, notF5;
	and (f1, notO3, notO2, notO1);
	not (notF5, function_code[5]);
	and (shiftSrc, f1, notF5);
	and (msbMux, f1, function_code[3]);
endmodule
module mux_2x1(out, in1, in2, select);
input in1, in2;
input select;
output out;
wire a,b, notSelect;
and first_select(a, in2, select);
not reverse_select(notSelect, select);
and second_select(b, notSelect, in1);
or out_select(out, a, b);
endmodule
module mux_4x1 (out, in1, in2, in3, in4, select);
input in1, in2, in3, in4;
input [1:0] select;
output out;
wire a, b;
mux_2x1 mux1(a, in1, in2, select[0]);
mux_2x1 mux2(b, in3, in4, select[0]);
mux_2x1 mux3(out, a, b, select[1]);
endmodule
module mux_4x1_3 (out, in1, in2, in3, in4, select);
	input [2:0] in1, in2, in3, in4;
	input [1:0] select;
	output [2:0] out;
	mux_4x1 mux0(out[0], in1[0], in2[0], in3[0], in4[0], select),
		mux1(out[1], in1[1], in2[1], in3[1], in4[1], select),
		mux2(out[2], in1[2], in2[2], in3[2], in4[2], select);
endmodule
--- /design/flow/constraint.sdc ---
current_design control_unit

set clk_period 1.0
set clk_io_pct 0.2

create_clock -name clk0 -period $clk_period

set non_clock_inputs [all_inputs -no_clocks]
set_input_delay [expr $clk_period * $clk_io_pct] -clock clk0 $non_clock_inputs
set_output_delay [expr $clk_period * $clk_io_pct] -clock clk0 [all_outputs]
==> results.py <==
# Synthesis and PnR figures
metrics = {
    "setup_path": {
        "path_class": "input port to primary output",
        "end_kind": "primary output",
        "cp-start-kind": "input port",
        "setup.worst_path.end": "aluOP[0]",
        "worstPathArrival_ps": 1020,
        "path_max_fanout": 2,
        "critPathLaunch": "function_code[5]",
        "critPathRequiredTime_ps": 800,
    },
    "synth": {
        "post-synth-top-area-cell": "buf_4",
        "syn_inst": 29,
        "netlist_top_cells_area": "buf_4 16%, nor4b_1 9.6%, o21ai_0 8.2%",
        "avgSynthCellArea_um2": 6.30,
        "syn_area_um2": 183,
        "synth_top_area_share_pct": 16.4,
        "yosys_area_um2": 183,
        "synth_warnings": 0,
        "yosys.cell_types.count": 19,
        "ys_seq_share_pct": 0,
        "yosys-stat-cells": 29,
    },
    "layout": {
        "final_cell_mix": "13 x buf_6, 10 x buf_2, 8 x buf_4",
        "fillers": 380,
        "drive_gt1_share_pct": 76.2,
        "layout.cells.most_common": "buf_6",
        "final_util_pct": 18.6,
        "seq_area_um2": 0,
        "syn2layout_area_growth_pct": 248,
        "clock_buffers": 0,
        "flops": 0,
    },
    "sta": {
        "final_max_slew_viol_count": 0,
        "slew_headroom_pct": 86.7,
        "hold_viol": 0,
        "fin_crit_ps": 1220,
        "timing.final.ws_setup_ps": -218,
        "worstMarginPinSlew_ps": 198,
        "setup_viol": 5,
        "maxClockFrequency_mhz": 821,
        "rsz0062_at_grt": "yes",
        "fin_crit_sh_pct": 122,
    },
    "placed_design": {
        "dp_slack_ps": -976,
        "globalplace.congestion": 0.731,
        "dp_hpwl_um": 858,
        "io_buffers": 23,
    },
    "grt": {
        "gr-usage-met3_pct": 0.909,
        "grt-busiest-layer": "met2",
        "grt_pass1_vias": 372,
        "grt_max_degree": 9,
        "grt_usage_pct": 3.67,
        "met2_usage_pct": 6.82,
        "grt_first_pass_wirelength_mm": 1.97,
        "grt.met1_usage_pct": 4.35,
        "grt-ovfl-total": 0,
        "antenna_found_initial": 0,
    },
    "routing": {
        "post_drt_via_cell_ratio": 3.08,
        "wirelength_mm": 1.18,
        "route.detailed.drc": 0,
        "drt_iter0_drc": 14,
        "diodes": 0,
        "wl_per_cell_um": 10.9,
        "drt_pre_antenna_iters": 2,
        "num_vias": 336,
        "ant_nets": 0,
    },
    "pwr": {
        "powerDensity_nw_per_um2": 365,
        "power_leakage_nw": 0.295,
        "ir_drop_mv": 0.0630,
    },
    "flow_run": {
        "warnings": 37,
        "drv_cap": 0,
    },
    "floorplanning": {
        "core_util_floorplan_pct": 5.35,
        "core_area_um2": 3420,
        "fp-row-count": 21,
        "dieArea_um2": 6400,
        "boundaryPins": 25,
        "fp.dieH_um": 80,
        "die_w_um": 80,
    },
    "outcome": {
        "status": "finished with violations",
        "violations": "negative setup slack",
    },
    "hold_path": {
        "hold_path.class": "input port to primary output",
        "holdPathStages": 3,
    },
    "clock_tree": {
        "hold_buffers": 0,
    },
}
-- cell families after synthesis --
kind of cell	synth area share, %
buf+inv	27.4
simple gates	45.9
xor+xnor	4.80
compound gates	21.9
-- final cells by class --
| class | count | area [um2] | area share (%) |
|---|---|---|---|
| timing repair buffer | 40 | 352 | 55.3 |
| tap | 46 | 57.6 | 9.06 |
| multi-input combinational | 22 | 223 | 35.0 |
| inverter | 1 | 3.75 | 0.591 |
-- synth_stat cells --
library cell  instances
buf_2                 1
nor4b_1               2
nand2b_1              1
and2_1                1
nand2_1               2
nor2_1                3
buf_4                 4
nand3_1               1
inv_1                 1
buf_6                 1
o21ai_0               3
or2_2                 1
xnor2_1               1
a21oi_2               1
nor3_1                1
nor4_1                1
a21oi_1               1
a2111o_1              1
nor2b_1               2
-- how the worst min path moves through the flow --
| stage | startpoint | end | slack, ps |
|---|---|---|---|
| CTS | opcode[1] | aluOP[0] | 670 |
| global route | opcode[1] | aluOP[0] | 670 |
| finish | opcode[1] | msbMux | 660 |
-- layer usage --
metal,up-vias,part of all wire (%)
met5,-,0
met4,0,0
met3,0,10
met2,11,52
met1,158,37
li1,167,-
-- report_power, final --
group | internal [mW] | switching [mW]
clock network | 0 | 0
registers | 0 | 0
logic | 0.149 | 0.0826
-- stage by stage --
| step | total power, mW | setup TNS, ps | cell area [um2] | hold slack [ps] | instances |
|---|---|---|---|---|---|
| 5_1_grt | 0.251 | -803 | 636 | 673 | 109 |
| 2_1_floorplan | 0.0501 | -83.8 | 183 | 410 | 29 |
| 6_report | 0.232 | -520 | 636 | 657 | 109 |
| 3_5_place_dp | 0.164 | -9740 | 477 | 1340 | 99 |
| 4_1_cts | 0.208 | -593 | 588 | 668 | 107 |
| 3_3_place_gp | 0.165 | -9740 | 477 | 1340 | 99 |
-- critical path, stage by stage --
cell      delay [ps]
buf_6             90
nand2b_4         120
a2111o_1         370
a21oi_2          120
buf_2            110
-- repair_timing --
action                                  CTS  global route
buffers inserted                          8             2
gates resized                            99            11
pin swaps                                10             9
hold endpoints to repair                  0             0
endpoints found under the setup margin   13             7
Power is estimated from default activity; no workload was simulated.
